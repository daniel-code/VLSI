`./run.sh`:
```
#!/bin/bash
# OpenROAD 26Q1-2900-gdf79404cd8, Yosys 0.63+post, stock flow scripts
make -C /OpenROAD-flow-scripts/flow DESIGN_CONFIG=/design/flow/config.mk WORK_HOME=/design/flow/orfs finish
```
`./config.mk`:
```
export PLATFORM = sky130hd
export DESIGN_NAME = ROM
export DESIGN_NICKNAME = ROM
export VERILOG_FILES = /design/flow/design.v
export SDC_FILE = /design/flow/constraint.sdc
export NUM_CORES = 4
export LEC_CHECK = 1
export CORE_AREA = 10 10 70 70
export DIE_AREA = 0 0 80 80
```
`./constraint.sdc`:
```
current_design ROM

set clk_period 1.0
set clk_io_pct 0.2

create_clock -name clk0 -period $clk_period

set non_clock_inputs [all_inputs -no_clocks]
set_input_delay [expr $clk_period * $clk_io_pct] -clock clk0 $non_clock_inputs
set_output_delay [expr $clk_period * $clk_io_pct] -clock clk0 [all_outputs]
```
`./design.v`:
```
 module ROM (clk, addr, data);
        input       clk;
        input [2:0] addr;
        output reg [8:0] data;
 always @(*) 
        begin
              case(addr)
                 3'b000: data <= 9'b001001100;
                 3'b001: data <= 9'b010010110;
                 3'b010: data <= 9'b111010101;
                 3'b011: data <= 9'b110101100;
                 3'b100: data <= 9'b010000000;
                 3'b101: data <= 9'b110010101;
                 3'b110: data <= 9'b111101100;
                 3'b111: data <= 9'b000011101;
              endcase
        end
        endmodule
```
==> ci_impl_report.md <==
## PnR job results

| Metric | Value |
|---|---|
| Status | complete, but fails checks |
| Failing checks | setup timing |
| Synthesis area per yosys | 175 um2 |
| Worst Hold Class | input pin to output pin |
| Flip-flop and latch count | 0 |
| Power density relative to cell area | 350 mW/mm2 |
| Fin area | 478 um2 |
| Final setup fails | 8 |
| Post-Syn Area | 175 um2 |
| Detailed Route WL | 660 um |
| Total Routing Usage GR | 2.12% |
| DRC | 0 |
| Syn_area_per_cell | 7.30 um2 |
| First-pass GRT wire length | 1190 um |
| Fmax | 0.843 GHz |
| Core box area | 0.00342 mm2 |
| Via count | 230 |
| Ys Warns | 1 |
| Clkbuf count | 0 |
| Setup crit end kind | output pin |
| IO Port Bufs | 12 |
| Final Hold Vio Count | 0 |
| Placed Area | 387 um2 |
| Cell Type Count | 8 |
| Slew headroom | 91.3% |
| Hold-fix buffers, CTS | 0 |
| Grt ovf | 0 |
| Total power | 167 uW |
| RSZ-0062 raised after global routing | yes |
| Layout Area Growth over Synthesis | 173% |
| Die ar. | 0.00640 mm2 |
| Die width | 80 um |
| Hold slack | 0.722 ns |
| Top-level I/O count | 13 |
| Via density | 2.56 |
| Basic Gates by Area | 13.6% |
| CP Data Arrival Time | 0.99 ns |
| Leak | 0.208 nW |
| Largest net degree at the start of global routing | 8 |
| Die Height | 80 um |
| Crit Path Class | input pin to output pin |
| Routed Antenna Nets | 0 |
| Syn Inst Count | 24 |
| Mux area share | 12.1% |
| Aoi share | 14.3% |
| FF/Latch Area | 0 um2 |
| Initial antenna violation count | 0 |
| Main logic family | adder cells |
| Maximum VDD drop | 0.0000536 V |
| Period Utilization, post-route | 119% |
| FP Rows | 21 |
| Tool warning count | 40 |
| Fin. max-slew vios | 0 |
| Adder Area Share | 42.9% |
| Worst-Margin Slew | 0.126 ns |
| Routed wire length per instance | 7.33 um |
| 1st-iter DRT viols | 2 |
| Vias in the first global route | 265 |
| CP startpoint kind | input pin |
| Max_cap viols | 0 |
| Ys cells | 24 |
| DP HPWL | 526 um |
| Critical Path Start | addr[1] |
| Placer congestion estimate | 0.664 |
| FILL cells | 385 |
| Pre-CTS WS | -1.02 ns |
| Req. time, crit path | 0.80 ns |
| Sequential area share after synthesis | 0% |
| Fraction of layout cells with a size suffix above 1 | 86.4% |
| Worst setup path endpoint | data[5] |
| Final worst path period need | 1.19 ns |
| Post-route setup slack | -0.187 ns |
| ANT cells | 0 |
| TritonRoute pass-1 iters | 4 |
| Max FO, Critical Path | 4 |
| XOR Share, Synth | 0% |
| Init Core Util | 5.13% |
[worst max-delay path, stage by stage]
cell and delay, ns:
buf_8 0.10, buf_4 0.15, ha_1 0.17, mux2_2 0.25, buf_2 0.11
[cell usage in the layout (no fill, tap or decap), types with 3 or more instances in the layout]
master and count:
buf_2 7, buf_4 3, buf_6 6, clkbuf_2 3, ha_4 5, inv_2 3
o21ai_2 3
[metal layers]
| layer | global-route usage, % | share of wire (%) | vias to the layer above |
|---|---|---|---|
| met5 | 0 | 0 | - |
| met4 | 0 | 0 | 0 |
| met3 | 0.909 | 20 | 0 |
| met2 | 4.01 | 47 | 9 |
| met1 | 2.24 | 34 | 103 |
| li1 | - | - | 118 |
[final cells by class]
type | instances | area [um2] | share of cell area (%)
Inverter | 5 | 26.3 | 5.50
Multi-Input combinational cell | 18 | 224 | 46.9
Tap cell | 46 | 57.6 | 12.0
Timing Repair Buffer | 21 | 170 | 35.6
[stage by stage]
stage / TNS (ns) / instances / utilization (%)
after floorplan: 0 / 24 / -
after global placement: -8.03 / 87 / 11.3
after detailed placement: -7.98 / 87 / 11.3
after CTS: -1.31 / 90 / 13.4
after global routing: -1.26 / 90 / 14.0
final: -0.928 / 90 / 14.0
[power breakdown]
part,leakage [nW],internal [mW],switching [mW],total (mW)
Clock,0,0,0,0
Sequential,0,0,0,0
Combinational,0.208,0.0983,0.0689,0.167
Total,0.208,0.0983,0.0689,0.167
[cell families (layout without fill, tap and decap cells)]
kind of cell,Yosys count,count (layout)
adders and majority gates,6,6
AOI/OAI and AO/OA,5,5
muxes,2,2
and+or+nand+nor,5,5
buffers and inverters,6,26
[Yosys cell counts]
| cell type | n | area, um2 |
|---|---|---|
| and2b_2 | 1 | 8.76 |
| buf_6 | 1 | 11.3 |
| ha_1 | 6 | 75.1 |
| inv_1 | 5 | 18.8 |
| mux2_2 | 1 | 11.3 |
| mux2i_1 | 1 | 10.0 |
| nand2_1 | 4 | 15.0 |
| o21ai_0 | 5 | 25.0 |
[how the worst min path moves through the flow]
stage	to	cells after the start	start
finish	data[3]	3	addr[2]
global route	data[3]	3	addr[2]
CTS	data[6]	3	addr[2]
[timing repair]
item | in CTS | in global routing
gates resized | 64 | 14
cloned | 0 | 0
setup buffers | 3 | 1
pin swaps | 5 | 4
endpoints found under the setup margin | 9 | 9
Power is estimated from default activity; no workload was simulated.
