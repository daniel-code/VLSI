File: /design/flow/design.v
`timescale 1ns/1ps
module Controller ( start, rst_n, clk, done, control);
 input start, rst_n, clk;
output reg	done;
output reg	[21:0] control;
reg [3:0] Current_State, Next_State;
always @(posedge clk or negedge rst_n) begin
  if(!rst_n)
    Current_State <= 4'b0000;
  else
    Current_State <= Next_State;
end
always @(Current_State or start) 
begin
	case (Current_State)
	4'b0000:
	begin
		control = 22'b1_1_1_0_0_0_000_00_00_00_0_00_0_0_0_0;  
		done = 1'b0;
		if(~start)
			Next_State = 4'b0000;
		else
			Next_State = 4'b0001;
	end
	4'b0001:
	begin
		control = 22'b0_0_0_1_0_0_000_10_00_00_0_00_0_0_0_0;  
		done = 1'b0;
		Next_State = 4'b0010;
	end
	4'b0010:
	begin
		control = 22'b0_0_0_0_1_0_001_01_00_00_0_00_0_0_0_0;  
		done = 1'b0;
		Next_State = 4'b0011;
	end
	4'b0011:
	begin
		control = 22'b0_0_0_1_1_0_010_10_10_11_0_00_0_1_0_0;  
		done = 1'b0;
		Next_State = 4'b0100;
	end
	4'b0100:
	begin
		control = 22'b0_0_0_0_0_1_011_01_00_00_0_00_0_0_0_0;  
		done = 1'b0;
		Next_State = 4'b0101;
	end
	4'b0101:
	begin
		control = 22'b0_0_0_0_1_1_100_00_01_00_0_00_0_0_0_1;  
		done = 1'b0;
		Next_State = 4'b0110;
	end
	4'b0110:
	begin
		control = 22'b1_0_0_0_1_0_100_10_00_11_1_00_0_0_0_0;  
		done = 1'b0;
		Next_State = 4'b0111;
	end
	4'b0111:
	begin
		control = 22'b1_1_0_0_0_0_101_01_11_00_1_01_0_0_0_0;  
		done = 1'b0;
		Next_State = 4'b1000;
	end
	4'b1000:
	begin
		control = 22'b0_1_0_0_1_0_110_00_01_10_0_01_0_0_1_0;  
		done = 1'b0;
		Next_State = 4'b1001;
	end
	4'b1001:
	begin
		control = 22'b0_1_1_0_0_0_111_00_00_10_0_01_1_0_0_0;  
		done = 1'b0;
		Next_State = 4'b1010;
	end
	4'b1010:
	begin
		control = 22'b0_1_0_0_0_0_000_00_10_10_0_10_0_0_0_0;  
		done = 1'b0;
		Next_State = 4'b1011;
	end
	4'b1011:
	begin
		control = 22'b0_0_1_0_0_0_000_00_01_01_0_00_1_0_0_0;  
		done = 1'b1;
		Next_State = 4'b0000;
	end
       default:
        begin
      		control = 22'b0_0_1_0_0_0_000_00_01_01_0_00_1_0_0_0;  
		done = 1'b1;
		Next_State = 4'b0000;
	end
	endcase
end
endmodule
File: /design/flow/run.sh
#!/bin/bash
# OpenROAD 26Q1-2900-gdf79404cd8, Yosys 0.63+post, stock flow scripts
make -C /OpenROAD-flow-scripts/flow DESIGN_CONFIG=/design/flow/config.mk WORK_HOME=/design/flow/orfs finish
File: /design/flow/config.mk
export PLATFORM = sky130hd
export DESIGN_NAME = Controller
export DESIGN_NICKNAME = Controller
export VERILOG_FILES = /design/flow/design.v
export SDC_FILE = /design/flow/constraint.sdc
export NUM_CORES = 4
export LEC_CHECK = 1
export CORE_AREA = 10 10 70 70
export DIE_AREA = 0 0 80 80
File: /design/flow/constraint.sdc
current_design Controller

set clk_period 2.8
set clk_io_pct 0.2

create_clock -name clk0 -period $clk_period [get_ports {clk}]

set non_clock_inputs [all_inputs -no_clocks]
set_input_delay [expr $clk_period * $clk_io_pct] -clock clk0 $non_clock_inputs
set_output_delay [expr $clk_period * $clk_io_pct] -clock clk0 [all_outputs]
==> Changelog: implementation <==
### Physical design

- Yosys warns: 1
- Clock Tree Root: clkbuf_4
- Top cell area share: 0.543
- Pre-antenna DRT Iters: 4
- Clock Latency Late Sink: approximately 270 ps
- Top cell type by total area after synthesis: dfrtp_1
- Period Utilization, post-route: 0.965
- Critical path cell sequence: or4_4, nor4_4, or2_1, clkdlybuf4s50_1
- Drt via density: ~3.6
- Slew headroom: 0.661
- CTS tree: built
- Most frequent cells in the layout: clkdlybuf4s50_1 (24), dfrtp_1 (9), or3_1 (6)
- Clock Tree Buf Depth: 2
- Top cell excl fill/tap: clkdlybuf4s50_1
- Synth Seq Share: 0.595
- Vias after detailed routing: approximately 430
- Max reg flops: 12
- Cells in synth_stat.txt: between 40 and 50
- Area Overhead vs Synth: 69.6%
- Period minus WS final: roughly 2700 ps
- Startpoint type of the worst setup path: register
- Die span in x: 80 um
- Pin slew with the least headroom to its limit: between 500 and 600 ps
- Port Buffers: 25
- DR WL/cell: ~13 um
- Yosys cell types: 16
- Placed insts: approximately 110
- Pwr/cell area: 363 nW/um^2
- Largest stage delay, worst path: between 500 and 600 ps
- First-pass GRT wire length: around 2.2 mm
- CP max stage cell: or4_4
- Worst-path fanout max: 5
- Site Rows: 21
- Die Size: roughly 6400 um^2
- R2R Setup Slk: just over 2000 ps
- CTS Sinks: 12
- Pin count of the biggest net entering global routing: 13
- Starting density of the core: 0.148
- Final global-route overflow total: 0
- Critical Path RT: approximately 2200 ps
- Data arrival time of the critical path: around 2100 ps
- Post-synth regs: 12
- Clk slew on worst S/H paths: around 70 ps
- Final setup vio count: 0
- Clk_skew: roughly 4.2 ps
- Number of global-route vias before repair: roughly 440
- Biggest register: Current_State
- Layout Cells excl Fill: between 100 and 150
- Initial antenna violation count: 0
- Core Region: about 3400 um^2
- Final Hold Fails: 0
- Slew Limit Fails: 0
- Tool warnings: 25
- Top cells, area: dfrtp_1 (54%), or3_1 (7.4%), or2_2 (6.2%)
- Status: finished, final reports clean
- Hpwl dp: about 1.2 mm
- Die H: around 80 um
- Post-route DRC: 0
- Max-cap check violation count: 0
- LEAKAGE: between 0.0004 and 0.0005 uW
- Critical path class: register to primary output
- Ratio of cells with drive above 1 in the final layout: 0.282
- Initial DRC count: 8
- Crit path capture type: primary output
- Tightest Hold Check Type: register to register
- TritonCTS Buffers: 3
- Antenna diodes: 0
- Cells after synthesis: roughly 44
- Worst vdd ir: 0.315 mV
- WL final: approximately 1.5 mm
- GPL Wtd Cong: about 0.77
- I/O pin cnt: 26
- Unrepaired setup endpoints after global routing: no
- Top delay family on crit path: simple AND/OR/NAND/NOR gates
- Maximum clock frequency: 370 MHz
- Top flop regs: Current_State (12)
- Netlist Area Pre-Place: slightly above 500 um^2
- Tot GR Track Use: 0.0431
- Setup_tns: 0 ps
- WP buf/inv: 1
- Antenna Nets Post-Route: 0
- H-tree depth: 1
- Post-synthesis average cell area: roughly 12 um^2
- Chip Area, Yosys: roughly 510 um^2
==> per-layer routing <==
layer | vias up | routed length [um] | track usage
li1 | 208 | - | -
met1 | 195 | 610 | 0.0488
met2 | 24 | 610 | 0.0626
met3 | 0 | 248 | 0.0386
met4 | 0 | 0 | 0.00176
met5 | - | 0 | 0
==> area by class of cell <==
cell class                      count  area [um^2]
Tap cell                           46         57.6
Fill cell                         375         2560
Inverter                            1         3.75
Sequential cell                    12          304
Clock buffer                        4         36.3
Multi-Input combinational cell     27          190
Timing Repair Buffer               27          268
==> synthesized netlist by cell type, drive strengths merged <==
cell type	count
inv	1
nor4	1
or4	4
nand2	2
or2	8
and2	1
nor3	1
or3	7
dfrtp	11
clkbuf	4
dfstp	1
nor2	2
a21o	1
==> power breakdown <==
group	total, uW	switching [uW]	internal, uW
Clock	132	53.5	78.9
Sequential	173	0	173
Combinational	6.09	3.55	2.54
Total	312	57.1	255
==> worst paths after layout <==
path                                                 start                         end  cells after the start
worst max-delay path            Current_State[9]$_DFF_PN0_                  control[3]                      4
worst min-delay path            Current_State[3]$_DFF_PN0_  Current_State[9]$_DFF_PN0_                      0
worst max register to register  Current_State[0]$_DFF_PN1_  Current_State[6]$_DFF_PN0_                      1
worst min register to register  Current_State[3]$_DFF_PN0_  Current_State[9]$_DFF_PN0_                      0
max in group asynchronous                            rst_n  Current_State[1]$_DFF_PN0_                      1
min in group asynchronous                            rst_n  Current_State[3]$_DFF_PN0_                      1
==> stage by stage <==
stage	power, uW	hold slack (ps)	utilization	cell area, um^2	setup slack (ps)
6_report	312	436	0.252	860	96.7
5_1_grt	327	442	0.252	860	0.526
4_1_cts	315	421	0.245	837	15.9
3_5_place_dp	183	402	0.234	800	293
3_3_place_gp	183	402	0.234	800	322
2_1_floorplan	177	264	-	507	922
==> timing repair <==
item,in CTS,in global routing
hold buffers,0,0
setup endpoints to repair,3,4
gates resized,1,3
buffers inserted,0,2
pin swaps,0,2
==> cell families (layout without fill, tap and decap cells) <==
logic type,Yosys count,in the layout,share of synthesized area
AND-OR/OR-AND,1,1,0.0173
buffers and inverters,5,32,0.0370
flip-flops,12,12,0.595
AND/OR/NAND/NOR,26,26,0.351
Power figures rest on the tool's default switching activity, not on a simulated workload.
